[flow/run.sh]
#!/bin/bash
# OpenROAD 26Q1-2900-gdf79404cd8, Yosys 0.63+post, stock flow scripts
make -C /OpenROAD-flow-scripts/flow DESIGN_CONFIG=/design/flow/config.mk WORK_HOME=/design/flow/orfs finish
[flow/design.v]
module encoder_assign
(input wire [15:0] bin_in,
input wire en, 
output reg [3:0] bin_out);
assign bin_out = (!en) ? 0 : 
(
(bin_in[0]) ? 0 :
(bin_in[1]) ? 1 :
(bin_in[2]) ? 2 :
(bin_in[3]) ? 3 :
(bin_in[4]) ? 4 :
(bin_in[5]) ? 5 :
(bin_in[6]) ? 6 :
(bin_in[7]) ? 7 :
(bin_in[8]) ? 8 :
(bin_in[9]) ? 9 :
(bin_in[10]) ? 10 :
(bin_in[11]) ? 11 :
(bin_in[12]) ? 12 :
(bin_in[13]) ? 13 :
(bin_in[14]) ? 14 : 15
);
endmodule
[flow/constraint.sdc]
current_design encoder_assign

set clk_period 1.4
set clk_io_pct 0.2

create_clock -name clk0 -period $clk_period

set non_clock_inputs [all_inputs -no_clocks]
set_input_delay [expr $clk_period * $clk_io_pct] -clock clk0 $non_clock_inputs
set_output_delay [expr $clk_period * $clk_io_pct] -clock clk0 [all_outputs]
[flow/config.mk]
export PLATFORM = sky130hd
export DESIGN_NAME = encoder_assign
export DESIGN_NICKNAME = encoder_assign
export VERILOG_FILES = /design/flow/design.v
export SDC_FILE = /design/flow/constraint.sdc
export NUM_CORES = 4
export LEC_CHECK = 1
export CORE_AREA = 10 10 70 70
export DIE_AREA = 0 0 80 80
==> out/results.ini <==
[run_status]
status=complete, but fails checks
failed_checks=setup timing

[pwr]
power.density_nw_per_um2=224.8
switching_power_uw=55.46
switching_share_pct=46.95
total_power_uw=118.1
vdd.ir_drop.worst_v=0.00003256
intPower_uw=62.65
pwr-share-comb_pct=100.0
p_leak_nw=0.2121
p_seq_share_pct=0
power_frac_clock_pct=0

[layout]
area_growth_syn_to_layout_pct=228.1
postLayoutCellArea_um2=525.5
layout_top_cells=buf_2, buf_4
seq_cells=0
fillers=386
regArea_um2=0
lay_top_count=buf_2
clkbuf_count=0
utilization_pct=15.38
drive_above_1_share_pct=65.38
logic_area_um2=275.3
final_cells=98

[detailed_routing]
first_iter_violations=5
viasPerCell=3.020
first_pass_iters=2
drcViolationCount=0
wl_um=992
wl_per_cell_um=10.12
vias=296
final_antenna_net_count=0
antennaDiodeCount=0

[min_path]
worstHoldPathType=in -> out

[die]
die_y_um=80
core_area_um2=3416
io_pins=21
chipWidth_um=80
chip_area_um2=6400
fp_util_pct=4.689
row_count=21

[job]
warnings=35
maxCapViolations=0

[global_routing]
antenna_found_initial=0
grt_pass1_wl_um=1511
grt_pass1_vias=313
grt-ovfl-total=0
grt_max_degree=5
grt.total_usage_pct=2.817

[sta]
hold_viol=0
fin_crit_ns=1.478
report.final.slew_viol_count=0
setup_viol=3
slew_headroom_pct=81.31
fin_ws_ns=-0.07811
period_used_pct=105.6
rsz0062_at_grt=true
fmax_mhz=676.5
fin_tns_setup_ns=-0.1279
worst_pin_slew_ns=0.2797

[yosys]
top_area_share_pct=16.41
yosys_area_um2=160.2
yosys_cells=27
synth_area_um2=160.2
synth.distinct_cells=17
synthCells=27
yosysSeqAreaShare_pct=0
ys_top_cells_by_area=nor2_1, nand2b_4, a31oi_1
synth_area_per_cell_um2=5.932
yosysWarnings=1
top_area_cell=nor2_1

[critical_path]
crit_path_start_kind=input port
path_class=in -> out
arrival_ns=1.20
cp.required_ns=1.12
crit_fanout=2
endpoint_kind=output port

[placement]
portBuffers=20
numPlacedInstances=97
placed_cell_area_um2=447.9
gp_congestion=0.7604
dp_hpwl_um=810.7

## repair_timing
action / in CTS / in global routing
setup buffers: 1 / 0
endpoints found under the setup margin: 4 / 4
pin swaps: 9 / 8
resized: 75 / 12
hold buffers: 0 / 0
## cell type report
class	instances	share of cell area (%)
Inverter	3	2.143
Multi-Input combinational cell	24	52.38
Tap cell	46	10.95
Timing Repair Buffer	25	34.52
## worst max-delay path, stage by stage
cell and delay (ns):
buf_6 0.09, or3b_4 0.39, nand2b_4 0.15, and3b_1 0.20, buf_2 0.09
## per-stage QoR
step / setup WS, ns / hold slack, ns
after CTS: -0.07540 / 0.9429
after global routing: -0.1144 / 0.9942
final: -0.07811 / 0.9549
after detailed placement: -0.8385 / 1.613
after global placement: -0.8081 / 1.606
after floorplan: 0.1540 / 0.6547
## cell usage after synthesis (all sizes together)
master	number
o22ai	1
and3b	1
nand2b	2
a31oi	2
nor2b	1
o21ai	2
a221oi	1
or3b	1
nor2	7
nand2	1
a2111oi	1
nor3	1
o211ai	1
inv	3
nor3b	1
o311ai	1
## final timing paths
kind / cells past startpoint / slack [ns] / from / endpoint
max: 5 / -0.08 / bin_in[1] / bin_out[3]
min: 5 / 0.95 / bin_in[0] / bin_out[0]
## power by group through the flow
stage | clock, mW | combinational [mW] | sequential [mW]
global route | 0 | 0.127 | 0
CTS | 0 | 0.111 | 0
finish | 0 | 0.118 | 0
## cell families after synthesis
| kind of cell | synth area share [%] |
|---|---|
| and+or+nand+nor | 53.91 |
| buffers and inverters | 7.031 |
| AOI/OAI and AO/OA | 39.07 |
## metal layers
metal	up-vias	track usage (%)	wire length, um
li1	153	-	-
met1	132	3.362	412
met2	11	5.377	515
met3	0	0.4545	64
met4	0	0	0
met5	-	0	0
Power figures rest on the tool's default switching activity, not on a simulated workload.

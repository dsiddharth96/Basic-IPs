`flow/config.mk`:
```
export PLATFORM = sky130hd
export DESIGN_NAME = UART_RX
export DESIGN_NICKNAME = UART_RX
export VERILOG_FILES = /design/flow/design.v
export SDC_FILE = /design/flow/constraint.sdc
export NUM_CORES = 4
export LEC_CHECK = 1
export CORE_AREA = 10 10 93 93
export DIE_AREA = 0 0 103 103
```
`flow/run.sh`:
```
#!/bin/bash
# OpenROAD 26Q1-2900-gdf79404cd8, Yosys 0.63+post, stock flow scripts
make -C /OpenROAD-flow-scripts/flow DESIGN_CONFIG=/design/flow/config.mk WORK_HOME=/design/flow/orfs finish
```
`flow/constraint.sdc`:
```
current_design UART_RX

set clk_period 2.7
set clk_io_pct 0.2

create_clock -name clk0 -period $clk_period [get_ports {i_Clock}]

set non_clock_inputs [all_inputs -no_clocks]
set_input_delay [expr $clk_period * $clk_io_pct] -clock clk0 $non_clock_inputs
set_output_delay [expr $clk_period * $clk_io_pct] -clock clk0 [all_outputs]
```
`flow/design.v`:
```
module UART_RX
  #(parameter CLKS_PER_BIT = 217)
  (
   input        i_Clock,
   input        i_RX_Serial,
   output       o_RX_DV,
   output [7:0] o_RX_Byte
   );
  parameter IDLE         = 3'b000;
  parameter RX_START_BIT = 3'b001;
  parameter RX_DATA_BITS = 3'b010;
  parameter RX_STOP_BIT  = 3'b011;
  parameter CLEANUP      = 3'b100;
  reg [7:0]     r_Clock_Count = 0;
  reg [2:0]     r_Bit_Index   = 0;  
  reg [7:0]     r_RX_Byte     = 0;
  reg           r_RX_DV       = 0;
  reg [2:0]     r_SM_Main     = 0;
  always @(posedge i_Clock)
  begin
    case (r_SM_Main)
      IDLE :
        begin
          r_RX_DV       <= 1'b0;
          r_Clock_Count <= 0;
          r_Bit_Index   <= 0;
          if (i_RX_Serial == 1'b0)           
            r_SM_Main <= RX_START_BIT;
          else
            r_SM_Main <= IDLE;
        end
      RX_START_BIT :
        begin
          if (r_Clock_Count == (CLKS_PER_BIT-1)/2)
          begin
            if (i_RX_Serial == 1'b0)
            begin
              r_Clock_Count <= 0;   
              r_SM_Main     <= RX_DATA_BITS;
            end
            else
              r_SM_Main <= IDLE;
          end
          else
          begin
            r_Clock_Count <= r_Clock_Count + 1;
            r_SM_Main     <= RX_START_BIT;
          end
        end  
      RX_DATA_BITS :
        begin
          if (r_Clock_Count < CLKS_PER_BIT-1)
          begin
            r_Clock_Count <= r_Clock_Count + 1;
            r_SM_Main     <= RX_DATA_BITS;
          end
          else
          begin
            r_Clock_Count          <= 0;
            r_RX_Byte[r_Bit_Index] <= i_RX_Serial;
            if (r_Bit_Index < 7)
            begin
              r_Bit_Index <= r_Bit_Index + 1;
              r_SM_Main   <= RX_DATA_BITS;
            end
            else
            begin
              r_Bit_Index <= 0;
              r_SM_Main   <= RX_STOP_BIT;
            end
          end
        end  
      RX_STOP_BIT :
        begin
          if (r_Clock_Count < CLKS_PER_BIT-1)
          begin
            r_Clock_Count <= r_Clock_Count + 1;
     	    r_SM_Main     <= RX_STOP_BIT;
          end
          else
          begin
       	    r_RX_DV       <= 1'b1;
            r_Clock_Count <= 0;
            r_SM_Main     <= CLEANUP;
          end
        end  
      CLEANUP :
        begin
          r_SM_Main <= IDLE;
          r_RX_DV   <= 1'b0;
        end
      default :
        r_SM_Main <= IDLE;
    endcase
  end    
  assign o_RX_DV   = r_RX_DV;
  assign o_RX_Byte = r_RX_Byte;
endmodule  
```
==> results.toml <==
# generated from flow reports
[route]
drc_errors = 0
dr.pass1.iters = 4
wl_per_cell_um = 11.3
drt-met1-wl_um = 1180
vias = 923
diodes = 0
ant_nets = 0
route.met2.wl_um = 1110
totalWireLength_um = 2380
dr.first_iter.drc_count = 16
dr_wl_met3_um = 89
routed.top_layer = "met3"
viasPerCell = 4.40

[clock_tree]
clock-root-buffer = "clkbuf_8"
cts_buffers = 3
cts_tree = "done"
cts_setup_buffers = 0
holdBufCountCts = 0
htreeDepth = 1
path_clk_slew_ps = 80
clockBufferDepth = 2
cts-resized-gates = 0
clock-sinks = 23
clk_latency_ps = 260

[floorplanning]
core_util_floorplan = 0.194
core_region_area_um2 = 6760
pin_count = 11
std_cell_rows = 30
dieArea_um2 = 10600
die_w_um = 103
die_y_um = 103

[synthesis]
netlist_instances = 119
ys_warn_count = 1
ys_chip_area_um2 = 1310
ys_types = 35
flop_cell = "edfxtp_1"
ys_ff = 23
syn_area_um2 = 1310
ys_async_sr_fraction = 0
synth_area_per_cell_um2 = 11.0
yosys_cells = 119
yosysSeqAreaShare = 0.503
edf_count = 20

[placed_design]
place.gp.congestion = 0.804
port_buffers = 10
dp_hpwl_um = 1730
dp_cells = 206

[final_timing]
finalCriticalPeriod_ps = 2060
setup_tns_ps = 0
final-setup-viol-count = 0
max_slew.worst_pin.slew_ps = 666
rsz0062_at_grt = "no"
period_used_share = 0.764
slew_viol_final = 0
slew-limit-headroom = 0.554
holdWs_ps = 583
skew_ps = 4.37
hold_viol_final = 0
fmax_ghz = 0.485

[global_routing]
gr-usage-all-layers = 0.0453
grt_max_degree = 15
grt_pass1_vias = 843
overflow = 0
antenna_found_initial = 0
grt_pass1_wl_um = 3980

[job]
maxCapViolations = 0
warnings = 29

[layout]
stdcell_count = 210
syn2layout_area_growth_pct = 18.1
final_util = 0.229
drive_gt1_frac = 0.131

[critical_path]
slowest_delay_ps = 610
cp_max_fo = 13
crit_arrival_ps = 2080
critPathKind = "reg -> reg"
required_ps = 2720
endpoint_kind = "flip-flop"
path_cells = "inv_1 > ha_1 > xor2_1 > nor4_1 > mux2_2"
start_kind = "flip-flop"
slowest_stage = "edfxtp_1"
r2r_cells = 5

[power]
pwr_density_cell_nw_per_um2 = 385
p_leak_nw = 0.507
peakVddDrop_uv = 200

[hold_path]
hold_path.class = "reg -> reg"
hold_depth = 1

[status]
status = "completed"
logic make-up after synthesis:
family,after synthesis,share of synthesized area
AOI/OAI and AO/OA,26,0.151
xor gates and xnor gates,5,0.0334
adders and majority gates,6,0.0572
buffers and inverters,11,0.0324
DFF,23,0.503
muxes,4,0.0343
and+or+nand+nor,44,0.189
worst paths after layout:
kind                                 from                     end  slack [ps]
max          r_Bit_Index[0]$_SDFFCE_PP0P_  r_RX_Byte[4]$_DFFE_PP_         640
min                r_RX_Byte[3]$_DFFE_PP_  r_RX_Byte[3]$_DFFE_PP_         580
max reg2reg  r_Bit_Index[0]$_SDFFCE_PP0P_  r_RX_Byte[4]$_DFFE_PP_         640
min reg2reg        r_RX_Byte[3]$_DFFE_PP_  r_RX_Byte[3]$_DFFE_PP_         580
critical path, delay by kind of cell, from the launching register on:
family | cells | cell delay (ps)
XOR/XNOR | 1 | 210
adder cells (fa/ha/maj) | 1 | 250
AND/OR/NAND/NOR | 1 | 290
flip-flops | 1 | 610
multiplexers | 1 | 360
buffers and inverters | 1 | 90
layout make-up:
| cell class | count | area [µm²] |
|---|---|---|
| fillers | 726 | 5210 |
| repair buffers | 11 | 108 |
| multi-input cells | 85 | 609 |
| clock inverters | 1 | 5.00 |
| clock buffers | 3 | 41.3 |
| inverters | 7 | 26.3 |
| flip-flops and latches | 23 | 661 |
| well taps | 80 | 100 |
flip-flops by register name, summed over array words and instances (netlist names):
| signal | count |
|---|---|
| r_SM_Main | 3 |
| r_RX_DV | 1 |
| r_RX_Byte | 8 |
| r_Clock_Count | 8 |
| r_Bit_Index | 3 |
where the power goes:
group          total [mW]  leakage, nW  internal, mW  switching (mW)
clock network       0.213       0.0255         0.103           0.110
registers           0.380        0.219         0.380               0
logic             0.00469        0.263       0.00195         0.00274
through the flow:
| stage | power [mW] | area [µm²] | setup slack [ps] |
|---|---|---|---|
| after floorplan | 0.391 | 1310 | 645 |
| after global placement | 0.393 | 1500 | 655 |
| after detailed placement | 0.393 | 1500 | 652 |
| after CTS | 0.610 | 1550 | 632 |
| after global routing | 0.621 | 1550 | 480 |
| final | 0.597 | 1550 | 638 |
per-layer routing:
metal  vias to the layer above  track usage
met5                         -            0
met4                         0            0
met3                         0       0.0149
met2                        13       0.0668
met1                       436       0.0678
li1                        474            -
synth_stat cells (2+ instances only):
| library cell | instances | area, µm² |
|---|---|---|
| edfxtp_1 | 20 | 601 |
| nor3b_1 | 2 | 15.0 |
| a21oi_1 | 2 | 10.0 |
| clkbuf_1 | 3 | 11.3 |
| and3_1 | 2 | 12.5 |
| nand2b_1 | 3 | 18.8 |
| nand3_1 | 6 | 30.0 |
| a221oi_1 | 3 | 26.3 |
| o211ai_1 | 2 | 15.0 |
| o2bb2ai_1 | 4 | 35.0 |
| xor2_1 | 3 | 26.3 |
| o21ai_2 | 2 | 17.5 |
| ha_1 | 6 | 75.1 |
| nor2_1 | 9 | 33.8 |
| nand2_1 | 9 | 33.8 |
| o21ai_0 | 3 | 15.0 |
| dfxtp_1 | 3 | 60.1 |
| xnor2_1 | 2 | 17.5 |
| or3_1 | 3 | 18.8 |
| nor2b_1 | 2 | 12.5 |
| inv_1 | 7 | 26.3 |
| a211oi_1 | 5 | 37.5 |
| a31o_2 | 2 | 17.5 |
| mux2_2 | 4 | 45.0 |
| nand3b_1 | 2 | 15.0 |
cell usage in the layout (no fill, tap or decap), drive strengths merged:
master / instances
or2: 1
a31o: 2
o311ai: 1
or3b: 1
nor2b: 2
nand3b: 2
buf: 1
and3: 2
or3: 3
nor3b: 2
a211oi: 5
a31oi: 1
a21oi: 2
o211ai: 2
nand2b: 3
inv: 7
nor4: 1
edfxtp: 20
nor4b: 2
nor2: 9
nand2: 9
o21ai: 5
mux2: 4
clkdlybuf4s50: 10
dfxtp: 3
nand3: 6
xnor2: 2
a221oi: 3
nand4: 1
o31a: 1
ha: 6
o2bb2ai: 4
clkbuf: 3
xor2: 3
clkinv: 1
Power and IR drop assume default switching activity.

==> flow/design.v <==
module ram2(addr0, cs0, we0, oe0, clk, data0,addr1, cs1, we1, oe1,data1); 
parameter data_width=8;
parameter addr_width=8;
parameter ram_depth=1<<addr_width;
input [addr_width-1:0] addr0, addr1; 
input cs0,we0,oe0,clk,cs1,we1,oe1;
inout [data_width-1:0] data0, data1;
reg [data_width-1:0] data_out0, data_out1;
reg [addr_width-1:0] mem [0:ram_depth-1];
always @ (posedge clk)
begin : Mem_Write
if (we0 && cs0) begin	
mem[addr0] <= data0;
end else if (we1 && cs1) begin
mem[addr1] <= data1;
end
end
assign data0 = (!we0 && oe0 && cs0) ? data_out0: 8'bz;
always @ (posedge clk)
begin : mem_read0
if (!we0 && oe0 && cs0) begin
data_out0 <= mem[addr0];
end
end 
assign data1 = (!we1 && oe1 && cs1) ? data_out1: 8'bz;
always @ (posedge clk)
begin : mem_read1
if (!we1 && oe1 && cs1) begin
data_out1 <= mem[addr1];
end
end 
endmodule
==> flow/run.sh <==
#!/bin/bash
# OpenROAD 26Q1-2900-gdf79404cd8, Yosys 0.63+post, stock flow scripts
make -C /OpenROAD-flow-scripts/flow DESIGN_CONFIG=/design/flow/config.mk WORK_HOME=/design/flow/orfs finish
==> flow/config.mk <==
export PLATFORM = sky130hd
export DESIGN_NAME = ram2
export DESIGN_NICKNAME = ram2
export VERILOG_FILES = /design/flow/design.v
export SDC_FILE = /design/flow/constraint.sdc
export NUM_CORES = 4
export LEC_CHECK = 1
export CORE_UTILIZATION = 40
==> flow/constraint.sdc <==
current_design ram2

set clk_period 7.6
set clk_io_pct 0.2

create_clock -name clk0 -period $clk_period [get_ports {clk}]

set non_clock_inputs [all_inputs -no_clocks]
set_input_delay [expr $clk_period * $clk_io_pct] -clock clk0 $non_clock_inputs
set_output_delay [expr $clk_period * $clk_io_pct] -clock clk0 [all_outputs]
==> qor.yml <==
place:
  hpwl_mm: 205
  gp_congestion: 1.01
  dp.cells: 8211
  io_buffers: 22
die:
  rows: 180
  ioPinCount: 39
  fp_util: 0.403
  fp.dieH_um: 495
  die_width_um: 495
synth:
  common_cells: "edfxtp_1, mux4_2, mux2i_1, nor2_1, a22oi_1"
  yosys-top-cells-area: "edfxtp_1, mux4_2, mux2i_1, a22oi_1, nor2_1"
  yosys.cell_count.top_type: "edfxtp_1"
  async_reset_ff_frac: 0
  ff_type: "edfxtp_1"
  netlist.area_leader.share: 0.637
  yosys.area.top_type: "edfxtp_1"
  synth_flops: 2064
  ys_seq_share: 0.637
  synth_cell_types: 62
  yosys_cells: 5099
  syn_inst: 5099
  yosysWarnings: 3
  edf_count: 2064
  avgSynthCellArea_um2: 19.1
  ys_chip_area_um2: 97300
  syn_area_um2: 97300
status:
  status: "did not finish"
  stop_error: "[error] [KeplerFormal.cpp:679] Workflow failed: Iso has multiple drivers: .data10, data1[0]$_DFFE_PP_.Q0"
  haltStage: "clock tree synthesis"
clock_network:
  cts_buffer_depth: 3
  cts_buffers: 211
  cts-resized-gates: 0
  hold_buffers: 0
  clockRootBuffer: "clkbuf_16"
  ctsHtreeMaxLevel: 4
  cts_setup_buffers: 0
  cts_sinks: 2064
[stage by stage]
| step | cell area, um2 | setup slack (ns) |
|---|---|---|
| after floorplan | 97300 | 2.80 |
| after global placement | 102000 | 1.35 |
| after detailed placement | 102000 | 1.33 |
[cell families after synthesis]
kind of cell	share of synthesized area
flip-flops	0.637
buffers and inverters	0.0278
multiplexers	0.258
AND-OR/OR-AND	0.0476
AND/OR/NAND/NOR	0.0292
